==> design.v <==
module writeBack(clk,W_icode, W_stat,W_valE, W_valM, W_dstE, W_dstM, stat, rax, rcx, rdx, rbx, rsp, rbp, rsi, rdi, r8, r9, r10, r11, r12, r13, r14,W_Cnd); 
input clk,W_Cnd;
input [2:0] W_stat;
input [3:0] W_icode;
input [63:0] W_valE,W_valM;
input [3:0] W_dstE, W_dstM;
output reg [2:0] stat;
output reg [63:0] rax;
output reg [63:0] rcx;
output reg [63:0] rdx;
output reg [63:0] rbx;
output reg [63:0] rsp;
output reg [63:0] rbp;
output reg [63:0] rsi;
output reg [63:0] rdi;
output reg [63:0] r8;
output reg [63:0] r9;
output reg [63:0] r10;
output reg [63:0] r11;
output reg [63:0] r12;
output reg [63:0] r13;
output reg [63:0] r14;
reg [63:0] register_file[0:14];
initial
begin
register_file[0] <= 64'h1;
register_file[1] <= 64'h8;
register_file[2] <= 64'h6;
register_file[3] <= 64'h5;
register_file[4] <= 64'h100;
register_file[5] <= 64'h6;
register_file[6] <= 64'h7;
register_file[7] <= 64'h5;
register_file[8] <= 64'h9;
register_file[9] <= 64'ha;
register_file[10] <= 64'hb;
register_file[11] <= 64'h1;
register_file[12] <= 64'h2;
register_file[13] <= 64'h3;
register_file[14] <= 64'h4;
end
always@(posedge clk)begin 
    if(W_dstE != 4'hF)
    begin
    if(W_icode == 4'h2 && W_Cnd == 1)
    register_file[W_dstE] <= W_valE;
    else if(W_icode != 4'h2)
    register_file[W_dstE] <= W_valE;
    end
    if(W_dstM!= 4'hF)
    begin
    if(W_icode == 4'h2 && W_Cnd == 1)
    register_file[W_dstM] <= W_valM;
    else if(W_icode != 4'h2)
    register_file[W_dstM] <= W_valM;
    end
end
always @(*) begin
    stat <= W_stat;
    rax = register_file[0];
    rcx = register_file[1];
    rdx = register_file[2];
    rbx = register_file[3];
    rsp = register_file[4];
    rbp = register_file[5];
    rsi = register_file[6];
    rdi = register_file[7];
    r8 = register_file[8];
    r9 = register_file[9];
    r10 = register_file[10];
    r11 = register_file[11];
    r12 = register_file[12];
    r13 = register_file[13];
    r14 = register_file[14];
end
endmodule
==> run.sh <==
#!/bin/bash
# OpenROAD 26Q1-2900-gdf79404cd8, Yosys 0.63+post, stock flow scripts
make -C /OpenROAD-flow-scripts/flow DESIGN_CONFIG=/design/flow/config.mk WORK_HOME=/design/flow/orfs finish
==> config.mk <==
export PLATFORM = sky130hd
export DESIGN_NAME = writeBack
export DESIGN_NICKNAME = writeBack
export VERILOG_FILES = /design/flow/design.v
export SDC_FILE = /design/flow/constraint.sdc
export NUM_CORES = 4
export LEC_CHECK = 1
export CORE_AREA = 10 10 501 501
export DIE_AREA = 0 0 511 511
==> constraint.sdc <==
current_design writeBack

set clk_period 11.7
set clk_io_pct 0.2

create_clock -name clk0 -period $clk_period [get_ports {clk}]

set non_clock_inputs [all_inputs -no_clocks]
set_input_delay [expr $clk_period * $clk_io_pct] -clock clk0 $non_clock_inputs
set_output_delay [expr $clk_period * $clk_io_pct] -clock clk0 [all_outputs]
==> notes.md <==
run results: 1st-iter DRT viols 1958, Lkg Pwr 19.6 nW, mux share 26.0%, gpl congestion 0.862, Post-synth top cells edfxtp_1, mux2_2, clkbuf_1, buf_6, mux2_1, Hold Crit Class in2reg, largest net degree at the start of global routing 37, chip area 261000 µm², Avg Inst Size Synth 18.7 µm², Post-synth EDFFs 960, Worst Path Arrival 5.63 ns, Util after Layout 25.0%, Top non-seq family multiplexers, yosys cell count 2222, vias in the first global route 27752, synthesized cell area 41500 µm², Total Power 8.68 mW, maximum clock path buffer count 3, max FFs per register between 900 and 1000, Largest cells by area edfxtp_1, mux2_2, buf_6, Hold Buf Count CTS 0, min cycle time layout 5.17 ns, global-route wire length before repair 258 mm, Total GRT Usage 14.8%, Detailed Place HPWL 137 mm, CP Capture Type flop, initial antenna violation count 28, Residual DRC 0, top-count cell post-synth edfxtp_1, CP max FO 24, CP delay by family, top buffers and inverters, Fmax 193 MHz, post-CTS setup buffer count 0, Die Width 511 µm, via/cell ratio roughly 4, Adder Share, Synth 0%, Yosys chip area 41500 µm², core box area 240000 µm², area leader, netlist edfxtp_1, CP max-delay cell buf_4, DRT Pass-1 Iters 5, worst hold slack 2.54 ns, worst vdd ir approximately 0.12 mV, Slew @ Worst Pin 0.993 ns, Hold Fails Final Rpt 0, #FFs+latches synth approximately 960, post_cts resized 0, area fraction in xor and xnor cells 0%, dpl ws 5.70 ns, Mapped Cells 2222, Critical Path, Cell by Cell clkdlybuf4s50_1 -> or3b_1 -> buf_4 -> o211ai_4 -> buf_4 -> buf_4 -> buf_4 -> mux2_2, Unique cell types 23, total CTS buffers 111, total gr overflow 0, TritonCTS clock tree done, top flop regs register_file (960), Worst EP required 12.16 ns, Vias between 20000 and 30000, AND/OR/NAND/NOR Cells, Area Fraction 0.536%, Area leader share 69.4%, layout cells sized above 1 35.8%, RSZ-0062 raised after global routing false, post-synthesis sequential area ratio a little over two thirds, Clock Root Buffer clkbuf_16, P per Cell Area 145 nW/µm², routed length per instance 29.3 µm, WL final 194 mm, normalized max-slew margin 33.6%, Log Warnings 25, Yosys warning count 1, CTS HTree Levels 3, IO Port Bufs ~1100, setup_tns 0 ns, row count 180, Top reg by flops register_file, Final setup viols 0, most used cell, CP buf_4, Synth async-reset ratio 0%, CTS Sinks between 900 and 1000, Ports 1108, clock transition at the registers of the reported paths 0.06 ns, worst setup margin 6.53 ns, ANT nets after route 0, die height 511 µm, Slew Limit Fails 0, Tcrit/Tclk final 44.2%, most common flop cell mapped by yosys edfxtp_1, CP Buf/Inv Count 5, and-or/or-and share of the synthesized area less than 1%, synthesis-to-layout area growth 44.5%, Max Cap Violations 0, CP max stage delay 0.53 ns, Setup CP Type in2reg, Startpoint Class input pin, status complete, no violations, FP Core Util 17.3%
==> metal layers <==
layer / part of all wire [%] / GRT usage, % / up-vias
met5: 0 / 0.0913 / -
met2: 46 / 23.3 / 1747
li1: - / - / 10923
met4: 3.3 / 3.86 / 0
met1: 36 / 17.2 / 13081
met3: 14 / 8.83 / 291
==> path summary, 6_finish.rpt <==
kind,from,to,slack [ns],cells after the start
hold / removal,W_valE[53],register_file[10][53]$_DFFE_PP_,2.54,3
setup / recovery,W_icode[0],register_file[8][35]$_DFFE_PP_,6.53,8
==> through the flow <==
step	std cells	area, µm²
after floorplan	2222	41500
after global placement	6403	56400
after detailed placement	6403	56400
after CTS	6610	60000
after global routing	6611	60000
final	6628	60100
==> placed cells by master (no fill, tap or decap), types with 10 or more instances in the layout <==
cell type and n:
clkinv_2 13, diode_2 18, mux2_1 50, a21oi_4 11
clkbuf_16 112, o211ai_4 10, clkinv_1 28, clkdlybuf4s50_1 1101
edfxtp_1 960, clkbuf_1 24, mux2_2 910, buf_4 127
bufinv_16 12
==> cell families (layout without fill, tap and decap cells) <==
kind of cell | after synthesis | in the layout
AOI/OAI and AO/OA | 30 | 30
buffers and inverters | 232 | 1435
DFF | 960 | 960
muxes | 960 | 960
other | 0 | 18
and+or+nand+nor | 40 | 40
==> worst min-delay path, cell delays in order <==
cell             delay (ns)
clkdlybuf4s50_1        0.45
buf_4                  0.23
mux2_1                 0.16
==> power breakdown <==
part	internal, mW	total, mW	switching, mW	leakage, nW
Clock	2.03	3.55	1.52	1.77
Sequential	4.03	4.10	0.0722	8.81
Combinational	0.544	1.03	0.488	9.02
==> layout make-up <==
type | instances | area (µm²)
Timing Repair Buffer | 1228 | 12000
Antenna cell | 18 | 45.0
Tap cell | 3185 | 3990
Sequential cell | 960 | 28800
Fill cell | 24459 | 180000
Clock inverter | 71 | 757
Clock buffer | 136 | 2890
Multi-Input combinational cell | 1030 | 11600
Power and IR drop assume default switching activity.
