$ cat config.mk
export PLATFORM = sky130hd
export DESIGN_NAME = decode_writeBack
export DESIGN_NICKNAME = decode_writeBack
export VERILOG_FILES = /design/flow/design.v
export SDC_FILE = /design/flow/constraint.sdc
export NUM_CORES = 4
export LEC_CHECK = 1
export CORE_AREA = 10 10 651 651
export DIE_AREA = 0 0 661 661
$ cat design.v
module decode_writeBack(clk, icode, ifun, rA, rB, Cnd, valE, valM, dstE, dstM, srcA, srcB, valA, valB, rax, rcx, rdx, rbx, rsp, rbp, rsi, rdi, r8, r9, r10, r11, r12, r13, r14);
input clk;
input [3:0] icode;
input [3:0] ifun;
input [3:0] rA;
input [3:0] rB;
input Cnd;
input [63:0] valE;
input [63:0] valM;
output [3:0] dstE;
output [3:0] dstM;
output [3:0] srcA;
output [3:0] srcB;
output reg [63:0] valA;
output reg [63:0] valB;
output reg [63:0] rax;
output reg [63:0] rcx;
output reg [63:0] rdx;
output reg [63:0] rbx;
output reg [63:0] rsp;
output reg [63:0] rbp;
output reg [63:0] rsi;
output reg [63:0] rdi;
output reg [63:0] r8;
output reg [63:0] r9;
output reg [63:0] r10;
output reg [63:0] r11;
output reg [63:0] r12;
output reg [63:0] r13;
output reg [63:0] r14;
reg [63:0] register_file[14:0];
parameter RNONE = 4'hF ;
initial
begin
register_file[0] = 64'h1;
register_file[1] = 64'h8;
register_file[2] = 64'h3;
register_file[3] = 64'h5;
register_file[4] = 64'h100;
register_file[5] = 64'h6;
register_file[6] = 64'h7;
register_file[7] = 64'h5;
register_file[8] = 64'h9;
register_file[9] = 64'ha;
register_file[10] = 64'hb;
register_file[11] = 64'h1;
register_file[12] = 64'h2;
register_file[13] = 64'h3;
register_file[14] = 64'h4;
end
srcA_define srcAres(.icode(icode), .rA(rA), .srcA(srcA));
srcB_define srcBres(.icode(icode), .rB(rB), .srcB(srcB));
dstE_define dstEres(.icode(icode), .rB(rB), .Cnd(Cnd), .dstE(dstE));
dstM_define dstMres(.icode(icode), .rA(rA), .dstM(dstM));
always@(*) begin
    if (srcA != RNONE) begin
		valA = register_file[srcA];	
	end
    else begin 
        valA = 64'hx;
    end
	if (srcB != RNONE) begin
		valB = register_file[srcB];
	end
    else begin 
        valB = 64'hx;
    end
end
always @(posedge(clk)) begin
	if(dstE != RNONE) begin
		register_file[dstE] = valE;
	end
	if(dstM != RNONE) begin
		register_file[dstM] = valM;
	end
end
always @(*) begin
    rax = register_file[0];
    rcx = register_file[1];
    rdx = register_file[2];
    rbx = register_file[3];
    rsp = register_file[4];
    rbp = register_file[5];
    rsi = register_file[6];
    rdi = register_file[7];
    r8 = register_file[8];
    r9 = register_file[9];
    r10 = register_file[10];
    r11 = register_file[11];
    r12 = register_file[12];
    r13 = register_file[13];
    r14 = register_file[14];
end
endmodule
module srcA_define(icode,rA,srcA); 
input [3:0] icode;
input [3:0] rA;
output reg [3:0] srcA;
always@(icode,rA) begin 
    case(icode) 
    4'h2,4'h4,4'h6,4'hA : srcA = rA;
    4'h9,4'hB : srcA = 4'h4;
    default : srcA = 4'hF;
    endcase
end
endmodule
module srcB_define(icode,rB,srcB); 
input [3:0] icode;
input [3:0] rB;
output reg [3:0] srcB;
always@(icode,rB) begin 
    case(icode) 
    4'h4,4'h6,4'h5 : srcB = rB;
    4'hA,4'hB,4'h8, 4'h9 : srcB = 4'h4;
    default : srcB = 4'hF;
    endcase
end
endmodule
module dstE_define(icode, rB, Cnd, dstE); 
input [3:0] icode;
input [3:0] rB;
input Cnd;
output reg [3:0] dstE;
always@(icode,rB,Cnd) begin 
    case(icode) 
    4'h2:
        if (Cnd)
            dstE = rB; 
        else 
            dstE = 4'hF;
    4'h3, 4'h6 : dstE = rB;
    4'hA,4'hB,4'h8,4'h9 : dstE = 4'h4;
    default : dstE = 4'hF;
    endcase
end
endmodule
module dstM_define(icode, rA, dstM); 
input [3:0] icode;
input [3:0] rA;
output reg [3:0] dstM;
always@(icode,rA) begin 
    case(icode)
    4'h5,4'hB: dstM = rA;
    default : dstM = 4'hF;
    endcase
end
endmodule
$ cat constraint.sdc
current_design decode_writeBack

set clk_period 55.6
set clk_io_pct 0.2

create_clock -name clk0 -period $clk_period [get_ports {clk}]

set non_clock_inputs [all_inputs -no_clocks]
set_input_delay [expr $clk_period * $clk_io_pct] -clock clk0 $non_clock_inputs
set_output_delay [expr $clk_period * $clk_io_pct] -clock clk0 [all_outputs]
$ cat run.sh
#!/bin/bash
# OpenROAD 26Q1-2900-gdf79404cd8, Yosys 0.63+post, stock flow scripts
make -C /OpenROAD-flow-scripts/flow DESIGN_CONFIG=/design/flow/config.mk WORK_HOME=/design/flow/orfs finish
==> run summary <==
Numbers from the implementation run.

The number of distinct library cell variants in the gate-level netlist after synthesis is 51. The number of vias per cell after detailed routing is 4.697. The flow ran to the end, and the final reports show no timing, DRC or antenna violations.

The detailed-route wire length is 427300 um. The longest clock path from root to sink contains 4 buffers. The portion of the post-synthesis area used by sequential elements is 52.78%. Entering global routing, the biggest net connects 74 pins. The maximum resistive drop on vdd is 0.02330 mV.

The total of endpoints with negative setup slack in the final report is 0. The worst setup path startpoint is icode[2]. The number of cells on the worst hold path is listed as 3. The script computed a power per unit cell area of 25.94 mW/mm2. The initial antenna violation count is 91. Counting flops with an async set or reset pin after synthesis yields a share of 0%.

The final period utilization is 50.54%. The routed layout has 50910 vias. According to the floorplan log, the row count is 235.

The critical path required time is 44480 ps. The script extracted a total leakage power of 24.03 nW. The root cell of the clock tree is clkbuf_16. The clock sink count is 960. The registers of the reported paths see a clock transition of 70 ps. Looking at the critical path, the highest net fanout was 24. Synthesis handed over a netlist of 4190 instances. The number of top-level design ports is 1250.

The region available for standard cell placement spans 0.4096 mm2. Warnings reported by Yosys during synthesis add up to 5. The fmax is 35.59 MHz. The number of max-cap violations is 0. The startpoint type of the worst setup path is a primary input.

The final estimated routing congestion in global placement is 0.9606. The detailed-route wire length per cell is 39.43 um. The first global-routing pass estimated 539600 um of wire.

The TritonCTS clock tree is yes. Summed over all failing endpoints, the final setup total negative slack is 0 ps. The final timing report derives a shortest allowable period of 28100 ps. The total iterations of the first detailed-routing run is 6.

The smallest hold slack is 11240 ps. The post-synth design cell area is 0.05462 mm2. The post-CTS setup-driven buffer insertion count is 0. The cell count in the Yosys report is 4190. The via count of the first global-routing pass is 49960. For this configuration, the core starts out at a cell density of 13.34%. The number of endpoints with negative hold slack in the final report is 0. The final max-slew violation count recorded for this run is 0. The die is 661 um tall. Relative to the synthesized area, the layout overhead comes to 42.53%.

In this run the critical path is formed by clkdlybuf4s50_1 > nor2b_1 > nand2_1 > o31ai_4 > buf_4 > buf_4 > buf_4 > buf_4 > a21oi_1 > o32ai_1 > clkdlybuf4s50_1. In the final layout, the fill cell count is 44140. The width of the die is 661 um. The largest single stage delay on the critical path is 850 ps.

The total of flip-flops plus latches after synthesis is 960. Per the CTS log, the maximum H-tree level is 3. Post-CTS repair changed the size of 0 cells. Global routing finished with a remaining overflow of 0.

The transition time recorded at the tightest slew-check pin is 1171 ps. The worst slew margin relative to its limit is 21.90%. The cell at the slowest stage of the critical path is clkdlybuf4s50_1. The most prevalent standard cell on the critical path is buf_4. The worst setup path is captured at an output pin. For the worst min-delay path, the startpoint reported by OpenROAD is valE[54]. During placement, the flow inserted port buffers numbering 1245. The chip occupies 0.4369 mm2.

Setup repair after global routing left no endpoint under its margin. In this run the mean area of a mapped cell was 13.04 um2. The HPWL after detailed placement is 314800 um.

The violation count after the first detailed-routing iteration is 5657. The start-to-end type of the worst setup path is primary input to output pin. The post-detailed-route count of antenna-violating nets is 0. The count of library flops with an enable pin is 960. The number of buffers created by CTS is 119. On the critical path the data arrives at 16980 ps.

The remaining routing DRC violations is 0. The worst min-delay path class is primary input to register. The fraction of layout instances using a drive strength above 1 is 27.61%. The number of warnings reported in the stage logs is 30. The completed layout was analyzed and its total power is 2.020 mW. The flip-flop count of the largest register after layout is 960. The overall routing resource usage is 19.11%.

The report puts the hold buffer count at CTS at 0. In the synthesis report, Yosys lists the chip area as 0.05462 mm2. The commonest register cell after synthesis is edfxtp_1.
[layout by cell type (no fill, tap or decap), types with 6 or more instances in the layout]
| cell type | Yosys | layout |
|---|---|---|
| clkdlybuf4s50_1 | 0 | 1244 |
| o21ai_4 | 0 | 10 |
| inv_1 | 9 | 7 |
| a32oi_1 | 122 | 122 |
| a221o_1 | 130 | 130 |
| edfxtp_1 | 960 | 960 |
| and3_1 | 63 | 63 |
| a221oi_1 | 254 | 254 |
| mux2_1 | 9 | 9 |
| mux2i_1 | 131 | 131 |
| buf_4 | 8 | 224 |
| clkbuf_1 | 319 | 25 |
| a21oi_1 | 72 | 71 |
| nor2_1 | 27 | 25 |
| o22a_1 | 128 | 128 |
| o32ai_1 | 65 | 65 |
| buf_12 | 0 | 6 |
| mux2_2 | 1016 | 1016 |
| clkinv_2 | 0 | 16 |
| bufinv_16 | 0 | 10 |
| o22ai_1 | 255 | 247 |
| diode_2 | 0 | 32 |
| o22ai_4 | 0 | 8 |
| nor2_4 | 0 | 11 |
| o21ai_0 | 77 | 71 |
| clkinv_1 | 0 | 22 |
| clkbuf_16 | 0 | 119 |
| nand2_1 | 274 | 270 |
[power by group]
group	leakage, nW	switching (mW)	total (mW)	internal (mW)
Sequential	8.71	0.0343	0.864	0.829
Combinational	13.5	0.212	0.369	0.157
Clock	1.83	0.347	0.787	0.440
[worst max-delay path, delay by kind of cell]
kind,cells,cell delay [ps]
AND/OR/NAND/NOR,2,720
AND-OR/OR-AND,3,1370
buffers and inverters,6,3590
[synthesized netlist by cell type (all sizes together), types with 2 or more instances]
library cell	instances	area share (%)
o22ai	255	2.9
nor2b	2	0.023
a221o	130	2.4
clkbuf	319	2.2
nor3b	4	0.064
a31o	3	0.048
o21a	3	0.041
o21bai	3	0.041
o32ai	65	1.0
or3	3	0.034
a32oi	122	2.0
nor2	37	0.30
and3b	2	0.032
o221ai	2	0.044
nand2	274	1.9
a21oi	72	0.66
nor3	10	0.13
o31ai	2	0.027
o22a	128	2.1
a221oi	254	4.1
or2	2	0.023
inv	12	0.082
nand2b	3	0.034
buf	201	1.9
edfxtp	960	53
nand3	5	0.046
mux2	1025	21
and3	63	0.72
and2	6	0.069
a31oi	2	0.023
o21ai	82	0.77
mux2i	131	2.4
[worst paths after layout]
check                                             to  slack, ps
worst min-delay path  register_file[7][54]$_DFFE_PP_      11240
worst max-delay path                        valB[38]      27500
[routing by layer]
metal	track usage, %	share of wire [%]	vias up	wire [um]
li1	-	-	19420	-
met1	19.60	32	25310	135300
met2	29.70	45	4748	192100
met3	11.83	15	1358	65430
met4	11.04	7.9	66	33930
met5	0.5154	0.12	-	493
[cell type report]
type                       count  area [um2]  area share, %
clock inverter                66       688.2         0.8839
clock buffer                 144        3072          3.945
sequential                   960       28830          37.03
multi-input combinational   2698       24050          30.89
antenna                       32       80.08         0.1029
tap                         5451        6820          8.760
timing repair buffer        1474       14250          18.31
inverter                      12       60.06        0.07714
[logic make-up after synthesis]
| kind of cell | synth area share [%] |
|---|---|
| multiplexers | 23.53 |
| AND-OR/OR-AND | 16.17 |
| flip-flops | 52.78 |
| buffers and inverters | 4.125 |
| AND/OR/NAND/NOR | 3.402 |
[stage by stage]
stage / util [%] / area [um2] / worst slack, ps / cells
2_1_floorplan: - / 54620 / 31580 / 4190
3_3_place_gp: 18.07 / 74010 / 27430 / 10600
3_5_place_dp: 18.07 / 74010 / 27460 / 10600
4_1_cts: 18.99 / 77770 / 27440 / 10810
5_1_grt: 18.99 / 77790 / 27320 / 10810
6_report: 19.01 / 77850 / 27500 / 10840
Power and IR drop assume default switching activity.
